==> design.v <==
`timescale 1ns / 1ps
module  high_low_count #(
	parameter integer 	CLK_FREQUENCY_HZ = 100000000)
	(				
	input 					clk,			 
	input 			 		reset,			 
	input 					pwm_signal,		 
	output reg	[31:0]		high_count,		 
	output reg	[31:0]		low_count);		 
	reg			[31:0]		count;			 
	reg 					prev_pwm; 		 
	always@(posedge clk) begin
		if (reset) begin					 
			count <= 32'b0;					 
			high_count <= 32'b0;			 
			low_count <= 32'b0;				 
			prev_pwm <= 1'b0;				 
		end
		else if (pwm_signal == 1'b1) begin 		 
			if (prev_pwm != pwm_signal) begin 	 
				count <= 32'b0; 			     
				low_count <= count;			     
				prev_pwm <= 1'b1;			     
			end
			else begin
				count <= count + 1'b1;		     
			end
		end
		else if (pwm_signal == 1'b0) begin 		 
			if (prev_pwm != pwm_signal) begin 	 
				count <= 32'b0; 			     
				high_count <= count; 		     
				prev_pwm <= pwm_signal; 		 
			end
			else begin
				count <= count + 1'b1; 		      
			end
		end
	end
endmodule
==> run.sh <==
#!/bin/bash
# OpenROAD 26Q1-2900-gdf79404cd8, Yosys 0.63+post, stock flow scripts
make -C /OpenROAD-flow-scripts/flow DESIGN_CONFIG=/design/flow/config.mk WORK_HOME=/design/flow/orfs finish
==> config.mk <==
export PLATFORM = sky130hd
export DESIGN_NAME = high_low_count
export DESIGN_NICKNAME = high_low_count
export VERILOG_FILES = /design/flow/design.v
export SDC_FILE = /design/flow/constraint.sdc
export NUM_CORES = 4
export LEC_CHECK = 1
export CORE_UTILIZATION = 50
==> constraint.sdc <==
current_design high_low_count

set clk_period 3.9
set clk_io_pct 0.2

create_clock -name clk0 -period $clk_period [get_ports {clk}]

set non_clock_inputs [all_inputs -no_clocks]
set_input_delay [expr $clk_period * $clk_io_pct] -clock clk0 $non_clock_inputs
set_output_delay [expr $clk_period * $clk_io_pct] -clock clk0 [all_outputs]
==> impl_metrics.json <==
{
  "cts_buffers": 9,
  "status": "completed",
  "power_density_mw_per_mm2": 376.8,
  "cts.sinks": 97,
  "cts_tree": "done",
  "core_util_floorplan_pct": 52.14,
  "ys_cells": 397,
  "slew_headroom_pct": 55.68,
  "p_sw_mw": 0.3774,
  "cpLargestDelayFamily": "simple AND/OR/NAND/NOR gates",
  "final.setup.tns_ns": 0,
  "synth_flops": 97,
  "antennaDiodeCount": 0,
  "crit_required_ns": 4.17,
  "fill_cells": 581,
  "layout_min_cycle_time_ns": 2.435,
  "layout-drive-gt1-share_pct": 5.556,
  "drtIter0Drc": 108,
  "hold_viol": 0,
  "period_used_pct": 62.44,
  "ctsHoldBuffers": 0,
  "layout_top_cell": "dfxtp_1",
  "grt_overflow": 0,
  "cts-htree-levels": 3,
  "peakVddDrop_mv": 0.2782,
  "synth-warning-count": 1,
  "dp.cells": 534,
  "dieArea_sq_mm": 0.007999,
  "finalMaxSlewViolations": 0,
  "simple_gate_area_share_pct": 18.46,
  "synthMuxAreaShare_pct": 17.02,
  "routed_wl_mm": 7.487,
  "setup.worst_path.start_class": "flip-flop",
  "path_cells": "nand2_1, or4_1, or4_1, a21oi_1",
  "cts.path.max_buffers": 2,
  "fp.dieH_um": 89.44,
  "cpMostUsedCell": "or4_1",
  "worstSetupPathType": "flip-flop to flip-flop",
  "clkTransAtPathRegs_ns": 0.09,
  "syn_inst": 397,
  "seq_area_frac_synth_pct": 50.80,
  "num_rows": 31,
  "wl_per_cell_um": 13.64,
  "ios": 67,
  "critPathBufInv": 0,
  "hold_class": "flip-flop to flip-flop",
  "synthTopLogicFamily": "simple AND/OR/NAND/NOR gates",
  "via_count": 2911,
  "yosys_area_sq_mm": 0.003822,
  "slowest_delay_ns": 0.82,
  "skew_ns": 0.007810,
  "xor_share_pct": 2.291,
  "crit_path_end_kind": "flip-flop",
  "post-cts-setup-buffers": 0,
  "cp_max_fo": 19,
  "hpwl_mm": 4.683,
  "fmax_mhz": 410.6,
  "ys_sh_adder_pct": 0.9820,
  "pwr-share-comb_pct": 4.4,
  "drv_cap": 0,
  "tool_warnings": 27,
  "first_pass_iters": 4,
  "syn_area_sq_mm": 0.003822,
  "yosys.area_share.aoi_pct": 6.318,
  "syn_to_final_growth_pct": 23.47,
  "whs_ns": 0.4935,
  "cts_root_buffer": "clkbuf_8",
  "place.gp.congestion": 0.8378,
  "combGateArea_sq_mm": 0.001728,
  "power_frac_seq_pct": 56.1,
  "tightest_slew_ns": 0.6648,
  "most-common-layout-cells": "dfxtp_1 (97), nor2_1 (77), mux2i_1 (65), clkdlybuf4s50_1 (65), a21oi_1 (20)",
  "remaining_drc_errors": 0,
  "synth_cell_types": 31,
  "final_antenna_net_count": 0,
  "grt_max_degree": 67,
  "setup_viol": 0,
  "finalNonFillerCells": 549,
  "core_sq_mm": 0.007331,
  "cts-resized-gates": 0,
  "clock_latency_ns": 0.35,
  "grtUsageTotal_pct": 20.65,
  "io_buffers": 66,
  "grt_pass1_wl_mm": 12.51,
  "async_reset_ff_share_pct": 0,
  "grt_pass1_vias": 2610,
  "edf_count": 0,
  "antenna_found_initial": 0,
  "die_width_um": 89.44,
  "arrival_ns": 2.71,
  "power.leakage_nw": 1.582,
  "switching_share_pct": 21.22,
  "avgViaCountPerCell": 5.302,
  "synth.avg_cell_area_sq_um": 9.628,
  "slowest_stage": "or4_1",
  "regArea_sq_mm": 0.001942,
  "ff_type": "dfxtp_1",
  "rsz0062_at_grt": "no",
  "p_int_mw": 1.401,
  "clock_power_share_pct": 39.5
}
## cell usage after synthesis, types with 3 or more instances
master,count,area [sq um]
inv_1,6,22.52
nand3_1,9,45.04
a21oi_1,20,100.1
clkbuf_1,18,67.56
or3_1,4,25.02
buf_2,5,25.02
buf_1,7,26.28
nand2_1,12,45.04
o31ai_1,15,112.6
xor2_1,3,26.28
nand4_1,8,50.05
nor2_1,77,289.0
ha_1,3,37.54
mux2i_1,65,650.6
o21ai_0,4,20.02
and4_1,4,35.03
dfxtp_1,97,1942
nor3_1,4,20.02
xnor2_1,7,61.31
or4_1,15,112.6
## final timing paths
kind / from / slack [ns] / cells after the start / endpoint
max: count[13] / 1.46 / 4 / count[30]
min: low_count[25] / 0.49 / 2 / low_count[25]
max reg2reg: count[13] / 1.46 / 4 / count[30]
min reg2reg: low_count[25] / 0.49 / 2 / low_count[25]
## logic make-up after synthesis
family,after synthesis
buffers and inverters,38
multiplexers,65
AND-OR/OR-AND,40
AND/OR/NAND/NOR,144
XOR/XNOR,10
adder cells (fa/ha/maj),3
flip-flops,97
## sequential cells by signal, indices dropped and copies added, names as in the netlist
register / flops
count: 32
high_count: 32
low_count: 32
prev_pwm: 1
## tightest hold or removal path, stage by stage, from the launching register on
cell     delay, ns
dfxtp_1       0.33
mux2i_1       0.06
nor2_1        0.07
## area by class of cell
| class | instances | area share [%] |
|---|---|---|
| clock inverter | 4 | 1.617 |
| multi-input combinational | 262 | 36.61 |
| sequential | 97 | 41.15 |
| inverter | 6 | 0.4772 |
| timing repair buffer | 70 | 14.53 |
| tap | 99 | 2.625 |
| clock buffer | 11 | 2.996 |
## power groups by stage
stage	sequential [mW]	clock (mW)	combinational (mW)
after CTS	0.998	0.724	0.0803
after global routing	0.999	0.771	0.0854
final	0.997	0.702	0.0791
## routing by layer
metal | up-vias | global-route usage (%) | wire [um]
met4 | 0 | 2.165 | 64
met3 | 6 | 3.933 | 245
met2 | 45 | 34.63 | 3497
li1 | 1481 | - | -
met1 | 1379 | 29.85 | 3679
met5 | - | 0 | 0
## stage by stage
stage	util [%]	area, sq um	setup WS, ns	power [mW]
2_1_floorplan	-	3822	1.893	1.080
3_3_place_gp	61.41	4502	1.247	1.100
3_5_place_dp	61.41	4502	1.207	1.101
4_1_cts	64.38	4720	1.469	1.802
5_1_grt	64.38	4720	1.294	1.855
6_report	64.38	4720	1.465	1.778
Power and IR drop assume default switching activity.
